==> flow/run.sh <==
#!/bin/bash
# OpenROAD 26Q1-2900-gdf79404cd8, Yosys 0.63+post, stock flow scripts
make -C /OpenROAD-flow-scripts/flow DESIGN_CONFIG=/design/flow/config.mk WORK_HOME=/design/flow/orfs finish
==> flow/config.mk <==
export PLATFORM = sky130hd
export DESIGN_NAME = RAM
export DESIGN_NICKNAME = RAM
export VERILOG_FILES = /design/flow/design.v
export SDC_FILE = /design/flow/constraint.sdc
export NUM_CORES = 4
export LEC_CHECK = 1
export CORE_UTILIZATION = 30
==> flow/constraint.sdc <==
current_design RAM

set clk_period 53.6
set clk_io_pct 0.2

create_clock -name clk0 -period $clk_period [get_ports {clk}]

set non_clock_inputs [all_inputs -no_clocks]
set_input_delay [expr $clk_period * $clk_io_pct] -clock clk0 $non_clock_inputs
set_output_delay [expr $clk_period * $clk_io_pct] -clock clk0 [all_outputs]
==> flow/design.v <==
`timescale 1ns / 1ps
module RAM (
    input  logic        clk,
    input  logic        we,
    input  logic [31:0] addr,
    input  logic [31:0] wData,
    output logic [31:0] rData
);
    logic [31:0] mem[0:2**6-1];  
    always_ff @( posedge clk ) begin
        if (we) mem[addr[31:2]] <= wData;
    end
    assign rData = mem[addr[31:2]];
endmodule
==> out/metrics.cfg <==
[synth]
ys_cells = 4207
synth-edff-count = 2048
post_synth_num_cell_types = 55
synthesis_stage_register_bit_count = 2048
synth_area_um2 = 78300
area_share_of_the_largest_cell_type_after_synthesis = 0.786
yosys-top-cells-area = sky130_fd_sc_hd__edfxtp_1 79%, sky130_fd_sc_hd__mux2i_1 3.3%, sky130_fd_sc_hd__mux4_2 2.8%
syn_area_per_cell_um2 = 18.6
synthArstFlopShare = 0
synthesis.instances = 4207
yosys_stat_area_um2 = 78300
synth-warning-count = 1
flop_cell = sky130_fd_sc_hd__edfxtp_1
synth.yosys.seq_area_share = 0.786
largest_area_cell = sky130_fd_sc_hd__edfxtp_1

[timing]
setup-violations-final = 0
final.period_utilization = 0.503
final_max_slew_viol_count = 0
timing.final.crit_period_ns = 26.98
rsz_0062_raised_after_global_routing = no
clock.fmax_mhz = 37.1
worst_slew_pin_slew_ns = 1.00
timing.final.hold_violations = 0
max_slew_margin = 0.315
final.setup.tns_ns = 0

[grt]
wire_length_of_the_first_global_routing_pass_um = 299000
first_global_vias = 43600
initial_antenna_violation_count = 6
maximum_number_of_pins_on_one_net_before_global_route_repair = 78
remaining_overflow_grt = 0
grt_usage = 0.167

[drt]
first_iter_violations = 2869
route.vias.total = 41500
ant_nets = 0
antenna_cells = 0
detail_route.wl_per_cell_um = 26.1
first_pass_drt_iterations = 8
route.final.wire_length_um = 207000
post-route-drc-count = 0
vias_per_cell = 5.24

[clock_tree]
cts.clk_slew.worst_paths_ns = 0.06
cts_sinks = 2048
clock_tree_from_tritoncts = built
htreeDepth = 4
cts_hold_buffers = 0
clk_buf_depth = 3
cts.root.buffer_cell = sky130_fd_sc_hd__clkbuf_16
cts-buffers-inserted = 190
setup_buffers_after_cts = 0
postCtsResizedCells = 0

[pwr]
switching_share = 0.214
p_clk_frac = 0.402
switchingPower_uw = 696
internal_power_mw = 2.56
share_seq_of_total_power = 0.545
ir_worst_vdd_uv = 32.4
power-per-cell-area_nw_per_um2 = 36.2
power.static_leakage_nw = 28.2
p_comb_frac = 0.053

[flow_run]
reported_max_cap_violation_count = 0
warnings = 52

[floorplan]
floorplan.core_util = 0.302
die_y_um = 513
floorplan.io_pins = 98
core_area_um2 = 259000
die_area_um2 = 263000
fp_rows = 187
die.size.x_um = 513

[setup_path]
critical_path_maximum_fanout = 47
worst_setup_path_end_kind = primary output
setup.worst_path.start_class = input pin
critical_path_class = input pin to primary output
cp_data_arrival_time_ns = 16.26
worst-endpoint-required_ns = 42.88

[layout]
areaGrowthSynthToFinish_pct = 14.8
final_layout_size_suffix_gt1_frac = 0.182
final_core_utilization = 0.346
fillerInstances = 23700
largest_register_ffs = 2048

[placement]
hpwl_um = 116000
port-buffer-count = 71
place_congestion = 0.872

[min_path]
hp-class = input pin to register

[outcome]
status = finished, final reports clean

==> cell usage in the layout, fill, tap and decap left out, types with 77 or more instances in the layout <==
master | Yosys | layout
sky130_fd_sc_hd__edfxtp_1 | 2048 | 2048
sky130_fd_sc_hd__mux2i_1 | 259 | 259
sky130_fd_sc_hd__clkbuf_16 | 0 | 194
sky130_fd_sc_hd__buf_4 | 8 | 193
sky130_fd_sc_hd__a22oi_1 | 188 | 188
sky130_fd_sc_hd__a221oi_1 | 175 | 175
sky130_fd_sc_hd__mux2_2 | 147 | 147
sky130_fd_sc_hd__a21oi_1 | 121 | 121
sky130_fd_sc_hd__mux4_2 | 96 | 96
sky130_fd_sc_hd__o22ai_1 | 93 | 93
sky130_fd_sc_hd__and3_1 | 85 | 85
sky130_fd_sc_hd__o21ai_0 | 84 | 84
sky130_fd_sc_hd__nor2_1 | 145 | 77
==> path summary, 6_finish.rpt <==
| check | start | endpoint | slack (ns) | cells past startpoint |
|---|---|---|---|---|
| setup / recovery | addr[4] | rData[6] | 26.62 | 11 |
| hold / removal | wData[15] | mem[43][15]$_DFFE_PP_ | 10.15 | 1 |
==> kinds of logic after synthesis <==
logic type / count (synthesis) / synth area share
AOI/OAI and AO/OA: 933 / 0.0873
buffers and inverters: 300 / 0.0170
DFF: 2048 / 0.786
muxes: 502 / 0.0819
and+or+nand+nor: 424 / 0.0283
==> power groups by stage <==
stage                 sequential, mW  combinational (mW)  clock, mW
final                           1.78               0.174       1.31
after global routing            1.78               0.188       1.39
after CTS                       1.78               0.177       1.33
==> cells in the mapped netlist, drive strengths merged, types with 2 or more instances <==
cell and number:
a2111oi 15, a211oi 17, a21oi 121, a221o 15
a221oi 175, a222oi 16, a22o 66, a22oi 188
a31oi 43, and2 5, and3 85, and3b 2
buf 129, clkbuf 169, edfxtp 2048, inv 2
mux2 147, mux2i 259, mux4 96, nand2 28
nand2b 18, nand3 54, nand3b 2, nand4 3
nor2 145, nor2b 8, nor3 22, nor4 14
o21ai 85, o221ai 6, o22a 70, o22ai 93
o2bb2ai 15, o311ai 2, or3 4, or4 15
or4b 14
==> metrics by stage <==
stage	setup slack [ns]	instance area [um2]	hold WS [ns]	instances	total power, mW
final	26.62	89900	10.15	7927	3.26
after floorplan	30.05	78300	10.82	4207	1.89
after detailed placement	26.63	83800	10.99	7576	1.99
after CTS	26.63	89900	10.12	7927	3.28
after global placement	26.62	83800	10.99	7576	1.98
after global routing	26.36	89900	10.13	7927	3.35
==> layout make-up <==
| cell class | instances | area, um2 | area share |
|---|---|---|---|
| Sequential cell | 2048 | 61500 | 0.684 |
| Multi-Input combinational cell | 1859 | 16000 | 0.179 |
| Clock buffer | 241 | 5030 | 0.0560 |
| Tap cell | 3402 | 4260 | 0.0474 |
| Timing Repair Buffer | 265 | 2030 | 0.0226 |
| Clock inverter | 110 | 973 | 0.0108 |
| Inverter | 2 | 15.0 | 0.000167 |
==> layer usage <==
| layer | vias to the layer above | part of all wire | global-route usage |
|---|---|---|---|
| met4 | 12 | 0.028 | 0.0377 |
| met1 | 20700 | 0.35 | 0.192 |
| met2 | 2585 | 0.47 | 0.252 |
| met3 | 324 | 0.16 | 0.122 |
| met5 | - | 0.0012 | 0.00822 |
| li1 | 17900 | - | - |
==> critical path: stages <==
cell and delay (ns):
sky130_fd_sc_hd__buf_8 0.35, sky130_fd_sc_hd__buf_4 0.64, sky130_fd_sc_hd__buf_4 0.56, sky130_fd_sc_hd__buf_4 0.55, sky130_fd_sc_hd__buf_4 0.67, sky130_fd_sc_hd__mux4_2 0.42, sky130_fd_sc_hd__mux2i_1 0.26, sky130_fd_sc_hd__nor2_1 0.16
sky130_fd_sc_hd__a2111oi_0 0.73, sky130_fd_sc_hd__nand3_1 0.54, sky130_fd_sc_hd__clkdlybuf4s50_1 0.55
Power is estimated from default activity; no workload was simulated.
