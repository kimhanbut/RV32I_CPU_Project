==> /design/flow/design.v <==
`timescale 1ns / 1ps
module CPU_RV32I (
    input  logic        clk,
    input  logic        reset,
    input  logic [31:0] instrCode,
    output logic [31:0] instrMemAddr,
    output logic        busWe,
    output logic [31:0] busAddr,
    output logic [31:0] busWData,
    input  logic [31:0] busRData
);
    logic       PCEn;
    logic       regFileWe;
    logic [3:0] aluControl;
    logic       aluSrcMuxSel;
    logic [2:0] RFWDSrcMuxSel;
    logic       branch;
    logic       jal;
    logic       jalr;
    ControlUnit U_ControlUnit (.*);
    DataPath U_DataPath (.*);
endmodule
`timescale 1ns / 1ps
module ControlUnit (
    input  logic        clk,
    input  logic        reset,
    input  logic [31:0] instrCode,
    output logic        PCEn,
    output logic        regFileWe,
    output logic [ 3:0] aluControl,
    output logic        aluSrcMuxSel,
    output logic        busWe,
    output logic [ 2:0] RFWDSrcMuxSel,
    output logic        branch,
    output logic        jal,
    output logic        jalr
);
    wire  [6:0] opcode = instrCode[6:0];
    wire  [3:0] operator = {instrCode[30], instrCode[14:12]};
    logic [9:0] signals;
    assign {PCEn, regFileWe, aluSrcMuxSel, busWe, RFWDSrcMuxSel, branch, jal, jalr} = signals;
    typedef enum {
        FETCH,
        DECODE,
        R_EXE,
        I_EXE,
        B_EXE,
        LU_EXE,
        AU_EXE,
        J_EXE,
        JL_EXE,
        S_EXE,
        S_MEM,
        L_EXE,
        L_MEM,
        L_WB
    } state_e;
    state_e state, next_state;
    always_ff @(posedge clk, posedge reset) begin
        if (reset) begin
            state <= FETCH;
        end else begin
            state <= next_state;
        end
    end
    always_comb begin
        next_state = state;
        case (state)
            FETCH:  next_state = DECODE;
            DECODE: begin
                case (opcode)
                    7'b0110011:  next_state = R_EXE;
                    7'b0010011:  next_state = I_EXE;
                    7'b1100011:  next_state = B_EXE;
                    7'b0110111: next_state = LU_EXE;
                    7'b0010111: next_state = AU_EXE;
                    7'b1101111:  next_state = J_EXE;
                    7'b1100111: next_state = JL_EXE;
                    7'b0100011:  next_state = S_EXE;
                    7'b0000011:  next_state = L_EXE;
                endcase
            end
            R_EXE:  next_state = FETCH;
            I_EXE:  next_state = FETCH;
            B_EXE:  next_state = FETCH;
            LU_EXE: next_state = FETCH;
            AU_EXE: next_state = FETCH;
            J_EXE:  next_state = FETCH;
            JL_EXE: next_state = FETCH;
            S_EXE:  next_state = S_MEM;
            S_MEM:  next_state = FETCH;
            L_EXE:  next_state = L_MEM;
            L_MEM:  next_state = L_WB;
            L_WB:   next_state = FETCH;
        endcase
    end
    always_comb begin
        signals = 10'b0;
        aluControl = 4'b0000;
        case (state)
            FETCH:  signals = 10'b1_0_0_0_000_0_0_0;
            DECODE: signals = 10'b0_0_0_0_000_0_0_0;
            R_EXE: begin
                signals = 10'b0_1_0_0_000_0_0_0;
                aluControl = operator;
            end
            I_EXE: begin
                signals = 10'b0_1_1_0_000_0_0_0;
                if (operator == 4'b1101) aluControl = operator;
                else aluControl = {1'b0, operator[2:0]};
            end
            B_EXE: begin
                signals = 10'b0_0_0_0_000_1_0_0;
                aluControl = operator;
            end
            LU_EXE: signals = 10'b0_1_0_0_010_0_0_0;
            AU_EXE: signals = 10'b0_1_0_0_011_0_0_0;
            J_EXE:  signals = 10'b0_1_0_0_100_0_1_0;
            JL_EXE: signals = 10'b0_1_0_0_100_0_1_1;
            S_EXE:
            signals = 10'b0_0_1_0_000_0_0_0; 
            S_MEM: signals = 10'b0_0_1_1_000_0_0_0;
            L_EXE:
            signals = 10'b0_0_1_0_001_0_0_0; 
            L_MEM:
            signals = 10'b0_0_1_0_000_0_0_0; 
            L_WB: signals = 10'b0_1_1_0_001_0_0_0;
        endcase
    end
endmodule
`timescale 1ns / 1ps
module DataPath (
    input logic clk,
    input logic reset,
    input  logic [31:0] instrCode,
    output logic [31:0] instrMemAddr,
    input logic       PCEn,
    input logic       regFileWe,
    input logic [3:0] aluControl,
    input logic       aluSrcMuxSel,
    input logic [2:0] RFWDSrcMuxSel,
    input logic       branch,
    input logic       jal,
    input logic       jalr,
    output logic [31:0] busAddr,
    output logic [31:0] busWData,
    input  logic [31:0] busRData
);
    logic [31:0] aluResult, ExeReg_aluResult, RFData1, RFData2;
    logic [31:0] DecReg_RFData1, DecReg_RFData2, ExeReg_RFData2;
    logic [31:0] PCSrcData, PCOutData, PC_Imm_AdderSrcMuxOut;
    logic [31:0] aluSrcMuxOut, immExt, DecReg_immExt, RFWDSrcMuxOut;
    logic [31:0]
        PC_4_AdderResult, PC_Imm_AdderResult, PCSrcMuxOut, ExeReg_PCSrcMuxOut;
    logic [31:0] MemAccReg_busRData, LoadExtData, ConcatData;
    logic PCSrcMuxSel;
    logic btaken;
    assign instrMemAddr = PCOutData;
    assign busAddr = ExeReg_aluResult;
    assign busWData = ConcatData;
    RegisterFile U_RegFile (
        .clk(clk),
	.reset(reset),
        .we (regFileWe),
        .RA1(instrCode[19:15]),
        .RA2(instrCode[24:20]),
        .WA (instrCode[11:7]),
        .WD (RFWDSrcMuxOut),
        .RD1(RFData1),
        .RD2(RFData2)
    );
    data_extension_load LOAD_EXT (   
        .instrCode(instrCode),
        .busRData(busRData),
        .addr(ExeReg_aluResult),
        .ext_data(LoadExtData)
    );
    store_bit_concat STORE_CONCAT (   
        .instrCode(instrCode),
        .RFData2(ExeReg_RFData2),
        .busRData(busRData),
        .addr(ExeReg_aluResult),
        .concat_data(ConcatData)
    );
    register U_DecReg_RFRD1 (
        .clk(clk),
        .reset(reset),
        .d(RFData1),
        .q(DecReg_RFData1)
    );
    register U_DecReg_RFRD2 (
        .clk(clk),
        .reset(reset),
        .d(RFData2),
        .q(DecReg_RFData2)
    );
    register U_ExeReg_RFRD2 (
        .clk(clk),
        .reset(reset),
        .d(DecReg_RFData2),
        .q(ExeReg_RFData2)
    );
    register U_DecReg_ImmExtend (
        .clk(clk),
        .reset(reset),
        .d(immExt),
        .q(DecReg_immExt)
    );
    mux_2x1 U_AluSrcMux (
        .sel(aluSrcMuxSel),
        .x0 (DecReg_RFData2),
        .x1 (DecReg_immExt),
        .y  (aluSrcMuxOut)
    );
    register U_MemAccReg_ReadData (
        .clk(clk),
        .reset(reset),
        .d(LoadExtData),
        .q(MemAccReg_busRData)
    );
    mux_5x1 U_RFWDSrcMux (
        .sel(RFWDSrcMuxSel),
        .x0 (aluResult),
        .x1 (MemAccReg_busRData),
        .x2 (DecReg_immExt),
        .x3 (PC_Imm_AdderResult),
        .x4 (PC_4_AdderResult),
        .y  (RFWDSrcMuxOut)
    );
    alu U_ALU (
        .aluControl(aluControl),
        .a         (DecReg_RFData1),
        .b         (aluSrcMuxOut),
        .result    (aluResult),
        .btaken    (btaken)
    );
    register U_ExeReg_ALU (
        .clk(clk),
        .reset(reset),
        .d(aluResult),
        .q(ExeReg_aluResult)
    );
    immExtend U_ImmExtend (
        .instrCode(instrCode),
        .immExt   (immExt)
    );
    mux_2x1 U_PC_Imm_AdderSrcMux (
        .sel(jalr),
        .x0 (PCOutData),
        .x1 (DecReg_RFData1),
        .y  (PC_Imm_AdderSrcMuxOut)
    );
    adder U_PC_Imm_Adder (
        .a(DecReg_immExt),
        .b(PC_Imm_AdderSrcMuxOut),
        .y(PC_Imm_AdderResult)
    );
    adder U_PC_4_Adder (
        .a(32'd4),
        .b(PCOutData),
        .y(PC_4_AdderResult)
    );
    assign PCSrcMuxSel = jal | (btaken & branch);
    mux_2x1 U_PCSrcMux (
        .sel(PCSrcMuxSel),
        .x0 (PC_4_AdderResult),
        .x1 (PC_Imm_AdderResult),
        .y  (PCSrcMuxOut)
    );
    register U_ExeReg_PCSrcMux (
        .clk(clk),
        .reset(reset),
        .d(PCSrcMuxOut),
        .q(ExeReg_PCSrcMuxOut)
    );
    registerEn U_PC (
        .clk  (clk),
        .reset(reset),
        .en   (PCEn),
        .d    (ExeReg_PCSrcMuxOut),
        .q    (PCOutData)
    );
endmodule
module alu (
    input  logic [ 3:0] aluControl,
    input  logic [31:0] a,
    input  logic [31:0] b,
    output logic [31:0] result,
    output logic        btaken
);
    always_comb begin
        result = 32'bx;
        case (aluControl)
            4'b0000:  result = a + b;
            4'b1000:  result = a - b;
            4'b0001:  result = a << b;
            4'b0101:  result = a >> b;
            4'b1101:  result = $signed(a) >>> b;
            4'b0010:  result = ($signed(a) < $signed(b)) ? 1 : 0;
            4'b0011: result = (a < b) ? 1 : 0;
            4'b0100:  result = a ^ b;
            4'b0110:   result = a | b;
            4'b0111:  result = a & b;
        endcase
    end
    always_comb begin : branch
        btaken = 1'b0;
        case (aluControl[2:0])
            3'b000:  btaken = (a == b);
            3'b001:  btaken = (a != b);
            3'b100:  btaken = ($signed(a) < $signed(b));
            3'b101:  btaken = ($signed(a) >= $signed(b));
            3'b110: btaken = (a < b);
            3'b111: btaken = (a >= b);
        endcase
    end
endmodule
module RegisterFile (
    input  logic        clk,
    input  logic        reset,     
    input  logic        we,
    input  logic [ 4:0] RA1,
    input  logic [ 4:0] RA2,
    input  logic [ 4:0] WA,
    input  logic [31:0] WD,
    output logic [31:0] RD1,
    output logic [31:0] RD2
);
    logic [31:0] mem[0:31];
    always_ff @(posedge clk, posedge reset) begin
        if (reset) begin
            for (int i = 0; i < 32; i=i+1) begin
                if (i == 0)
                    mem[i] <= 32'd0;         
                else
                    mem[i] <= 9 + i;   
            end
        end else if (we && WA != 0) begin
            mem[WA] <= WD;
        end
    end
    assign RD1 = (RA1 != 0) ? mem[RA1] : 32'd0;
    assign RD2 = (RA2 != 0) ? mem[RA2] : 32'd0;
endmodule
module registerEn (
    input  logic        clk,
    input  logic        reset,
    input  logic        en,
    input  logic [31:0] d,
    output logic [31:0] q
);
    always_ff @(posedge clk, posedge reset) begin
        if (reset) begin
            q <= 0;
        end else begin
            if (en) q <= d;
        end
    end
endmodule
module register (
    input  logic        clk,
    input  logic        reset,
    input  logic [31:0] d,
    output logic [31:0] q
);
    always_ff @(posedge clk, posedge reset) begin
        if (reset) begin
            q <= 0;
        end else begin
            q <= d;
        end
    end
endmodule
module adder (
    input  logic [31:0] a,
    input  logic [31:0] b,
    output logic [31:0] y
);
    assign y = a + b;
endmodule
module mux_2x1 (
    input  logic        sel,
    input  logic [31:0] x0,
    input  logic [31:0] x1,
    output logic [31:0] y
);
    always_comb begin
        y = 32'bx;
        case (sel)
            1'b0: y = x0;
            1'b1: y = x1;
        endcase
    end
endmodule
module mux_5x1 (
    input  logic [ 2:0] sel,
    input  logic [31:0] x0,
    input  logic [31:0] x1,
    input  logic [31:0] x2,
    input  logic [31:0] x3,
    input  logic [31:0] x4,
    output logic [31:0] y
);
    always_comb begin
        y = 32'bx;
        case (sel)
            3'b000: y = x0;
            3'b001: y = x1;
            3'b010: y = x2;
            3'b011: y = x3;
            3'b100: y = x4;
        endcase
    end
endmodule
module immExtend (
    input  logic [31:0] instrCode,
    output logic [31:0] immExt
);
    wire [6:0] opcode = instrCode[6:0];
    wire [2:0] func3 = instrCode[14:12];
    always_comb begin
        immExt = 32'bx;
        case (opcode)
            7'b0110011: immExt = 32'bx;   
            7'b0000011: immExt = {{20{instrCode[31]}}, instrCode[31:20]};
            7'b0100011:
            immExt = {
                {20{instrCode[31]}}, instrCode[31:25], instrCode[11:7]
            };   
            7'b0010011: begin
                case (func3)
                    3'b001:  immExt = {27'b0, instrCode[24:20]};   
                    3'b101:  immExt = {27'b0, instrCode[24:20]};   
                    3'b011:  immExt = {20'b0, instrCode[31:20]};   
                    default: immExt = {{20{instrCode[31]}}, instrCode[31:20]};
                endcase
            end
            7'b1100011:
            immExt = {
                {20{instrCode[31]}},
                instrCode[7],
                instrCode[30:25],
                instrCode[11:8],
                1'b0
            };
            7'b0110111: immExt = {instrCode[31:12], 12'b0};
            7'b0010111: immExt = {instrCode[31:12], 12'b0};
            7'b1101111:
            immExt = {
                {12{instrCode[31]}},
                instrCode[19:12],
                instrCode[20],
                instrCode[30:21],
                1'b0
            };
            7'b1100111: immExt = {{20{instrCode[31]}}, instrCode[31:20]};
        endcase
    end
endmodule
module data_extension_load (
    input  logic [31:0] instrCode,
    input  logic [31:0] busRData,
    input  logic [31:0] addr,
    output logic [31:0] ext_data
);
    wire [6:0] opcode = instrCode[6:0];
    wire [2:0] func3 = instrCode[14:12];
    wire [1:0] byte_remain = addr[1:0];
    wire half_remain = addr[1];
    always_comb begin
        ext_data = 32'bx;
        case (opcode)
            7'b0000011: begin
                case (func3)
                    3'b000: begin
                        case (byte_remain)
                            2'b00:
                            ext_data = {{24{busRData[7]}}, busRData[7:0]};
                            2'b01:
                            ext_data = {{24{busRData[15]}}, busRData[15:8]};
                            2'b10:
                            ext_data = {{24{busRData[23]}}, busRData[23:16]};
                            2'b11:
                            ext_data = {{24{busRData[31]}}, busRData[31:24]};
                        endcase
                    end
                    3'b001: begin
                        case (half_remain)
                            0: ext_data = {{16{busRData[15]}}, busRData[15:0]};
                            1: ext_data = {{16{busRData[31]}}, busRData[31:16]};
                        endcase
                    end
                    3'b010: begin
                        ext_data = busRData;
                    end
                    3'b100: begin
                        case (byte_remain)
                            2'b00: ext_data = {24'b0, busRData[7:0]};
                            2'b01: ext_data = {24'b0, busRData[15:8]};
                            2'b10: ext_data = {24'b0, busRData[23:16]};
                            2'b11: ext_data = {24'b0, busRData[31:24]};
                        endcase
                    end
                    3'b101: begin
                        case (half_remain)
                            1'b0: ext_data = {16'b0, busRData[15:0]};
                            1'b1: ext_data = {16'b0, busRData[31:16]};
                        endcase
                    end
                endcase
            end
        endcase
    end
endmodule
module store_bit_concat (
    input  logic [31:0] instrCode,
    input  logic [31:0] RFData2,
    input  logic [31:0] busRData,
    input  logic [31:0] addr,
    output logic [31:0] concat_data
);
    wire [6:0] opcode = instrCode[6:0];
    wire [2:0] func3 = instrCode[14:12];
    wire [1:0] byte_remain = addr[1:0];
    wire half_remain = addr[1];
    always_comb begin
        concat_data = 32'bx;
        case (opcode)
            7'b0100011: begin
                case (instrCode[14:12])
                    3'b000:
                    case (byte_remain)
                        2'b00: concat_data = {busRData[31:8], RFData2[7:0]};
                        2'b01:
                        concat_data = {
                            busRData[31:16], RFData2[7:0], busRData[7:0]
                        };
                        2'b10:
                        concat_data = {
                            busRData[31:24], RFData2[7:0], busRData[15:0]
                        };
                        2'b11: concat_data = {RFData2[7:0], busRData[23:0]};
                    endcase
                    3'b001:
                    case (half_remain)
                        1'b0: concat_data = {busRData[31:16], RFData2[15:0]};
                        1'b1: concat_data = {RFData2[15:0], busRData[15:0]};
                    endcase
                    3'b010: concat_data = RFData2[31:0];
                endcase
            end
        endcase
    end
endmodule
==> /design/flow/run.sh <==
#!/bin/bash
# OpenROAD 26Q1-2900-gdf79404cd8, Yosys 0.63+post, stock flow scripts
make -C /OpenROAD-flow-scripts/flow DESIGN_CONFIG=/design/flow/config.mk WORK_HOME=/design/flow/orfs finish
==> /design/flow/config.mk <==
export PLATFORM = sky130hd
export DESIGN_NAME = CPU_RV32I
export DESIGN_NICKNAME = CPU_RV32I
export VERILOG_FILES = /design/flow/design.v
export SDC_FILE = /design/flow/constraint.sdc
export NUM_CORES = 4
export LEC_CHECK = 1
export CORE_UTILIZATION = 40
==> /design/flow/constraint.sdc <==
current_design CPU_RV32I

set clk_period 14.6
set clk_io_pct 0.2

create_clock -name clk0 -period $clk_period [get_ports {clk}]

set non_clock_inputs [all_inputs -no_clocks]
set_input_delay [expr $clk_period * $clk_io_pct] -clock clk0 $non_clock_inputs
set_output_delay [expr $clk_period * $clk_io_pct] -clock clk0 [all_outputs]
==> results_dict.tcl <==
# place-and-route summary
set metrics [dict create \
    status "complete, no violations" \
    syn-cell-area_um2 70700 \
    flop_cell "dfrtp_1" \
    cts_resized 0 \
    stdcell_area_um2 81200 \
    htree_levels 4 \
    cts_hold_buf 0 \
    rows 153 \
    leakage_nw 34.2 \
    cp_max_fo 25 \
    die_h_um 422 \
    synthTopCellsByArea "dfrtp_1 (42%), a22oi_1 (6.5%), o21ai_0 (5.9%), nand2_1 (5.6%), dfstp_2 (3.3%)" \
    cp-end-kind "output pin" \
    min_period_ns 9.59 \
    preCtsSetupSlack_ns 5.17 \
    num-fill-cells 16400 \
    warning_count 86 \
    startpoint_type "primary input" \
    wl_mm 420 \
    maxSlewViolCount 0 \
    grt-ovfl-total 0 \
    dp_hpwl_mm 277 \
    placed_cells 10000 \
    cp.required_ns 11.68 \
    yosys_warnings 11 \
    fmax_mhz 104 \
    worstPathArrival_ns 6.67 \
    grt_first_pass_wirelength_mm 576 \
    vias 74000 \
    drt_iter0_drc 10300 \
    antenna_found_initial 33 \
    async_reset_ff_share_pct 100 \
    grt_max_degree 120 \
    setup_viol 0 \
    hold_path_class "reg2reg" \
    drive_gt1_share_pct 13.8 \
    finalWorstSetupSlack_ns 5.01 \
    slew_headroom_pct 20.9 \
    timing.hold.ws_ns 0.420 \
    ctsLongestPathBuffers 3 \
    power_density_nw_per_um2 97.3 \
    top_area_cell "dfrtp_1" \
    core-area_um2 175000 \
    fin_worst_skew_ns 0.0361 \
    synth.distinct_cells 107 \
    via_per_inst 7.15 \
    final.period_utilization_pct 65.7 \
    numCtsBuffers 142 \
    avgSynthCellArea_um2 8.98 \
    ys_cells 7871 \
    place_congestion 1.06 \
    clock_sinks 1262 \
    cts-root-buf "clkbuf_16" \
    fp.dieW_um 422 \
    clk_pin_slew_ns 0.06 \
    final.setup.tns_ns 0 \
    edf_count 0 \
    first_global_vias 70500 \
    hold_violations 0 \
    top_cell_area_share_pct 41.6 \
    ys_chip_area_um2 70700 \
    routedWlPerCell_um 40.6 \
    ant_nets 0 \
    fp_util_pct 40.5 \
    chip_area_um2 178000 \
    pin_count 163 \
    synth_seq_share_pct 44.8 \
    synth-seq-cells 1262 \
    portBuffers 162 \
    clk_latency_ns 0.84 \
    postCtsSetupBuffers 0 \
    drc_errors 0 \
    drv_cap 0 \
    ir_drop_mv 0.126 \
    cts_tree "built" \
    synthToLayoutAreaGrowth_pct 14.8 \
    syn_inst 7871 \
    crit_type "in2out" \
    tightestPinTransition_ns 1.17 \
    grt_use_total_pct 48.3 \
    place_area_um2 76200 \
    first_pass_iters 14 \
    final_cells 10300 \
    rsz0062_at_grt "no" \
]
## report_power, final
group | internal [W] | switching [W] | leakage (nW) | total (W)
clock | 0.00221 | 0.00159 | 2.37 | 0.00380
sequential | 0.00353 | 0.0000360 | 17.2 | 0.00357
combinational | 0.000130 | 0.000409 | 14.6 | 0.000539
total | 0.00587 | 0.00204 | 34.2 | 0.00790
## worst max-delay path: stages
cell             delay, ns
clkdlybuf4s50_1       0.46
buf_4                 0.32
nor2b_1               0.54
a21boi_0              0.20
nor2_1                0.14
buf_4                 0.21
a21oi_1               0.09
buf_4                 0.20
a222oi_1              0.95
inv_1                 0.13
clkdlybuf4s50_1       0.47
## routing by layer
metal	part of all wire, %	GRT usage (%)
met2	40	64.0
met4	9.6	33.9
met3	16	27.5
met5	0.20	3.36
met1	35	59.0
## cells in the mapped netlist, drive strengths merged, types with 16 or more instances
library cell  instances
dfrtp              1174
nand2              1062
o21ai               932
a22oi               615
clkbuf              598
nor2                514
a21oi               379
nand3               261
a221oi              199
a22o                173
mux2                151
inv                 143
ha                  119
buf                 113
nand4               111
a211oi               94
a222oi               94
dfstp                88
nor3                 83
a21o                 65
or4                  59
mux2i                55
o211ai               47
nand2b               43
xnor2                41
a31oi                40
a221o                39
nor4                 38
and3                 37
or3                  35
xor2                 32
o221ai               29
o31ai                29
nor2b                27
and2                 25
or2                  25
o22ai                22
a211o                18
a311oi               18
a31o                 17
mux4                 16
o21a                 16
o21bai               16
## path summary, 6_finish.rpt
kind / startpoint / end / slack, ns / cells past startpoint
worst max-delay path: instrCode[12] / busWData[13] / 5.01 / 11
worst min-delay path: U_DataPath.U_DecReg_RFRD2.q[20] / U_DataPath.U_ExeReg_RFRD2.q[20] / 0.42 / 0
worst max register to register: U_ControlUnit.state[5] / U_DataPath.U_RegFile.mem[30][19] / 7.04 / 19
worst min register to register: U_DataPath.U_DecReg_RFRD2.q[20] / U_DataPath.U_ExeReg_RFRD2.q[20] / 0.42 / 0
max in group asynchronous: reset / U_DataPath.U_RegFile.mem[25][27] / 8.35 / 7
min in group asynchronous: reset / U_DataPath.U_PC.q[5] / 2.50 / 2
## registers in the layout, summed over array words and instances (netlist names)
register                           cells
U_DataPath.U_RegFile.mem             992
U_DataPath.U_DecReg_RFRD2.q           32
U_ControlUnit.state                   14
U_DataPath.U_PC.q                     32
U_DataPath.U_ExeReg_RFRD2.q           32
U_DataPath.U_MemAccReg_ReadData.q     32
U_DataPath.U_ExeReg_PCSrcMux.q        32
U_DataPath.U_ExeReg_ALU.q             32
U_DataPath.U_DecReg_RFRD1.q           32
U_DataPath.U_DecReg_ImmExtend.q       32
## layout make-up
| type | count | area [um^2] | share of cell area [%] |
|---|---|---|---|
| clock buffer | 207 | 4160 | 5.13 |
| clock inverter | 53 | 719 | 0.886 |
| timing repair buffer | 563 | 4640 | 5.72 |
| antenna | 34 | 85.1 | 0.105 |
| tap | 2325 | 2910 | 3.58 |
| sequential | 1262 | 31700 | 39.0 |
| multi-input combinational | 5753 | 36400 | 44.9 |
| inverter | 145 | 548 | 0.675 |
## logic make-up (layout without fill, tap and decap cells)
kind of cell | count (synthesis) | in the layout | synth area share, %
AND-OR/OR-AND | 2984 | 2984 | 28.7
AND/OR/NAND/NOR | 2353 | 2353 | 14.9
flip-flops | 1262 | 1262 | 44.8
buffers and inverters | 856 | 968 | 4.79
multiplexers | 222 | 222 | 3.75
adder cells (fa/ha/maj) | 121 | 121 | 2.16
XOR/XNOR | 73 | 73 | 0.904
other | 0 | 34 | 0
## per-stage QoR
step,total power [W],utilization [%]
final,0.00790,46.5
after global routing,0.00806,46.4
after CTS,0.00790,46.4
after detailed placement,0.00414,43.6
after global placement,0.00414,43.6
after floorplan,0.00386,-
## layout by cell type (no fill, tap or decap), drive strengths merged, types with 32 or more instances in the layout
cell           synthesis  final
dfrtp               1174   1174
nand2               1062   1062
o21ai                932    932
a22oi                615    615
nor2                 514    514
buf                  113    401
a21oi                379    379
nand3                261    261
clkbuf               598    207
a221oi               199    199
a22o                 173    173
clkdlybuf4s50          0    162
mux2                 151    151
inv                  143    150
ha                   119    119
nand4                111    111
a222oi                94     94
a211oi                94     94
dfstp                 88     88
nor3                  83     83
a21o                  65     65
or4                   59     59
mux2i                 55     55
o211ai                47     47
nand2b                43     43
xnor2                 41     41
a31oi                 40     40
a221o                 39     39
nor4                  38     38
and3                  37     37
or3                   35     35
diode                  0     34
xor2                  32     32
Power and IR drop assume default switching activity.
